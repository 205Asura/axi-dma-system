## /design/flow/design.v

```verilog
`timescale 1 ns / 1 ps
module axi_dma_shim #(
    parameter M_AXI_LITE_ADDR_WIDTH = 32,
    parameter M_AXI_LITE_DATA_WIDTH = 32,
    parameter AXIS_DATA_WIDTH       = 64,              
    parameter AXIS_TKEEP_WIDTH      = AXIS_DATA_WIDTH / 8,  
    parameter DMA_BASE_ADDR         = 32'h41E0_0000 
)(
    input  wire                                 clk,
    input  wire                                 resetn,
    input  wire                                 dma_start_transfer,   
    input  wire                                 dma_direction,         
    input  wire [31:0]                          dma_ddr_addr,         
    input  wire [29:0]                          dma_length_bytes,     
    output reg                                  dma_transfer_done,     
    output reg  [M_AXI_LITE_ADDR_WIDTH-1:0]     m_axi_lite_awaddr,
    output reg  [2:0]                           m_axi_lite_awprot,
    output reg                                  m_axi_lite_awvalid,
    input  wire                                 m_axi_lite_awready,
    output reg  [M_AXI_LITE_DATA_WIDTH-1:0]     m_axi_lite_wdata,
    output reg  [(M_AXI_LITE_DATA_WIDTH/8)-1:0] m_axi_lite_wstrb,
    output reg                                  m_axi_lite_wvalid,
    input  wire                                 m_axi_lite_wready,
    input  wire [1:0]                           m_axi_lite_bresp,
    input  wire                                 m_axi_lite_bvalid,
    output reg                                  m_axi_lite_bready,
    output reg  [M_AXI_LITE_ADDR_WIDTH-1:0]     m_axi_lite_araddr,
    output reg  [2:0]                           m_axi_lite_arprot,
    output reg                                  m_axi_lite_arvalid,
    input  wire                                 m_axi_lite_arready,
    input  wire [M_AXI_LITE_DATA_WIDTH-1:0]     m_axi_lite_rdata,
    input  wire [1:0]                           m_axi_lite_rresp,
    input  wire                                 m_axi_lite_rvalid,
    output reg                                  m_axi_lite_rready,
    input  wire [AXIS_DATA_WIDTH-1:0]         s_axis_tdata,
    input  wire [AXIS_TKEEP_WIDTH-1:0]        s_axis_tkeep,
    input  wire                               s_axis_tlast,
    input  wire                               s_axis_tvalid,
    output wire                               s_axis_tready,
    output wire [AXIS_DATA_WIDTH-1:0]         m_axis_accel_tdata,
    output wire [AXIS_TKEEP_WIDTH-1:0]        m_axis_accel_tkeep,
    output wire                               m_axis_accel_tlast,
    output wire                               m_axis_accel_tvalid,
    input  wire                               m_axis_accel_tready,
    input  wire [AXIS_DATA_WIDTH-1:0]         s_accel_axis_tdata,
    input  wire [AXIS_TKEEP_WIDTH-1:0]        s_accel_axis_tkeep,
    input  wire                               s_accel_axis_tlast,
    input  wire                               s_accel_axis_tvalid,
    output wire                               s_accel_axis_tready,
    output wire [AXIS_DATA_WIDTH-1:0]         m_axis_tdata,
    output wire [AXIS_TKEEP_WIDTH-1:0]        m_axis_tkeep,
    output wire                               m_axis_tlast,
    output wire                               m_axis_tvalid,
    input  wire                               m_axis_tready,
    output reg [3:0] state,  
    output reg [3:0] next_state  
);
    assign m_axis_accel_tdata  = s_axis_tdata;
    assign m_axis_accel_tkeep  = s_axis_tkeep;
    assign m_axis_accel_tlast  = s_axis_tlast;
    assign m_axis_accel_tvalid = s_axis_tvalid;
    assign s_axis_tready = 1'b1;  
    assign m_axis_tdata  = s_accel_axis_tdata;
    assign m_axis_tkeep  = s_accel_axis_tkeep;
    assign m_axis_tlast  = s_accel_axis_tlast;
    assign m_axis_tvalid = s_accel_axis_tvalid;
    assign s_accel_axis_tready = m_axis_tready;
    localparam MM2S_DMACR   = 32'h00;  
    localparam MM2S_DMASR   = 32'h04;  
    localparam MM2S_SA      = 32'h18;  
    localparam MM2S_LENGTH  = 32'h28;  
    localparam S2MM_DMACR   = 32'h30;
    localparam S2MM_DMASR   = 32'h34;
    localparam S2MM_DA      = 32'h48;  
    localparam S2MM_LENGTH  = 32'h58;
    localparam CR_RUN_STOP  = 32'b1 << 0;  
    localparam IRQ_IOC_EN   = 32'b1 << 12; 
    localparam IRQ_IOC_MASK = 32'b1 << 12; 
    localparam ST_IDLE      = 4'd0;
    localparam ST_WR_DMACR  = 4'd1;
    localparam ST_WR_ADDR   = 4'd2;
    localparam ST_WR_LEN    = 4'd3;
    localparam ST_POLL_RD   = 4'd4;
    localparam ST_POLL_WAIT = 4'd5;
    localparam ST_ACK_IRQ   = 4'd6;
    localparam ST_DONE      = 4'd7;
    reg [31:0] latched_addr;
    reg [31:0] latched_len;
    reg        latched_dir; 
    reg [31:0] reg_dmacr_addr;
    reg [31:0] reg_addr_addr;
    reg [31:0] reg_len_addr;
    reg [31:0] reg_dmasr_addr;
    reg aw_done, w_done, ar_done;
    reg start_d1, start_d2;
    wire start_pulse = start_d1 & ~start_d2;
    always @(posedge clk or negedge resetn) begin
      if (!resetn) begin
        start_d1 <= 1'b0;
        start_d2 <= 1'b0;
      end else begin
        start_d1 <= dma_start_transfer; 
        start_d2 <= start_d1;
      end
    end
    always @(posedge clk or negedge resetn) begin
        if (!resetn) begin
            state <= ST_IDLE;
        end else begin
            state <= next_state;
        end
    end
    always @(*) begin
        next_state = state;
        case (state)
            ST_IDLE: begin
                if (start_pulse) begin
                    next_state = ST_WR_DMACR;
                end
            end
            ST_WR_DMACR: begin
                if (aw_done && w_done && m_axi_lite_bvalid && m_axi_lite_bready) begin
                    next_state = ST_WR_ADDR;
                end
            end
            ST_WR_ADDR: begin
                if (aw_done && w_done && m_axi_lite_bvalid && m_axi_lite_bready) begin
                    next_state = ST_WR_LEN;
                end
            end
            ST_WR_LEN: begin
                if (aw_done && w_done && m_axi_lite_bvalid && m_axi_lite_bready) begin
                    next_state = ST_POLL_RD;
                end
            end
            ST_POLL_RD: begin
                if (m_axi_lite_rvalid && m_axi_lite_rready) begin
                    if (m_axi_lite_rdata[12] || m_axi_lite_rdata[1]) begin
                        next_state = ST_ACK_IRQ;
                    end else begin
                        next_state = ST_POLL_RD;
                    end
                end
            end
            ST_ACK_IRQ: begin
                if (aw_done && w_done && m_axi_lite_bvalid && m_axi_lite_bready) begin
                    next_state = ST_DONE;
                end
            end
            ST_DONE: begin
                next_state = ST_IDLE;
            end
            default: next_state = ST_IDLE;
        endcase
    end
    always @(posedge clk or negedge resetn) begin
        if (!resetn) begin
            dma_transfer_done <= 1'b0;
            latched_addr <= 32'd0;
            latched_len  <= 32'd0;
            latched_dir  <= 1'b0;
            reg_dmacr_addr <= 32'd0;
            reg_addr_addr  <= 32'd0;
            reg_len_addr   <= 32'd0;
            reg_dmasr_addr <= 32'd0;
            aw_done <= 1'b0;
            w_done  <= 1'b0;
            ar_done <= 1'b0;
            m_axi_lite_awaddr  <= {M_AXI_LITE_ADDR_WIDTH{1'b0}};
            m_axi_lite_awprot  <= 3'b000;
            m_axi_lite_awvalid <= 1'b0;
            m_axi_lite_wdata   <= {M_AXI_LITE_DATA_WIDTH{1'b0}};
            m_axi_lite_wstrb   <= {(M_AXI_LITE_DATA_WIDTH/8){1'b0}};
            m_axi_lite_wvalid  <= 1'b0;
            m_axi_lite_bready  <= 1'b0;
            m_axi_lite_araddr  <= {M_AXI_LITE_ADDR_WIDTH{1'b0}};
            m_axi_lite_arprot  <= 3'b000;
            m_axi_lite_arvalid <= 1'b0;
            m_axi_lite_rready  <= 1'b0;
        end else begin
            m_axi_lite_awvalid <= 1'b0;
            m_axi_lite_wvalid  <= 1'b0;
            m_axi_lite_arvalid <= 1'b0;
            m_axi_lite_rready  <= 1'b0;
            m_axi_lite_bready  <= 1'b0;
            case (state)
                ST_IDLE: begin
                    aw_done <= 1'b0;
                    w_done  <= 1'b0;
                    ar_done <= 1'b0;
                    if (start_pulse) begin
                        dma_transfer_done <= 0;
                        latched_addr <= dma_ddr_addr;
                        latched_len  <= dma_length_bytes; 
                        latched_dir  <= dma_direction;
                        if (dma_direction) begin
                            reg_dmacr_addr <= DMA_BASE_ADDR + MM2S_DMACR;
                            reg_dmasr_addr <= DMA_BASE_ADDR + MM2S_DMASR;
                            reg_addr_addr  <= DMA_BASE_ADDR + MM2S_SA;
                            reg_len_addr   <= DMA_BASE_ADDR + MM2S_LENGTH;
                        end else begin
                            reg_dmacr_addr <= DMA_BASE_ADDR + S2MM_DMACR;
                            reg_dmasr_addr <= DMA_BASE_ADDR + S2MM_DMASR;
                            reg_addr_addr  <= DMA_BASE_ADDR + S2MM_DA;
                            reg_len_addr   <= DMA_BASE_ADDR + S2MM_LENGTH;
                        end
                    end
                end
                ST_WR_DMACR: begin
                    if (!aw_done) begin
                        m_axi_lite_awvalid <= 1'b1;
                        m_axi_lite_awaddr  <= reg_dmacr_addr;
                        if (m_axi_lite_awvalid && m_axi_lite_awready) aw_done <= 1'b1;
                    end
                    if (!w_done) begin
                        m_axi_lite_wvalid <= 1'b1;
                        m_axi_lite_wdata  <= (CR_RUN_STOP | IRQ_IOC_EN);
                        m_axi_lite_wstrb  <= 4'b1111;
                        if (m_axi_lite_wvalid && m_axi_lite_wready) w_done <= 1'b1;
                    end
                    if (aw_done && w_done) begin
                        m_axi_lite_bready <= 1'b1;
                        if (m_axi_lite_bvalid && m_axi_lite_bready) begin
                          m_axi_lite_bready <= 1'b0;
                          aw_done <= 1'b0; w_done <= 1'b0;    
                        end
                    end 
                end
                ST_WR_ADDR: begin
                    if (!aw_done) begin
                        m_axi_lite_awvalid <= 1'b1;
                        m_axi_lite_awaddr  <= reg_addr_addr;
                        if (m_axi_lite_awvalid && m_axi_lite_awready) aw_done <= 1'b1;
                    end
                    if (!w_done) begin
                        m_axi_lite_wvalid <= 1'b1;
                        m_axi_lite_wdata  <= latched_addr;
                        m_axi_lite_wstrb  <= 4'b1111;
                        if (m_axi_lite_wvalid && m_axi_lite_wready) w_done <= 1'b1;
                    end
                    if (aw_done && w_done) begin
                        m_axi_lite_bready <= 1'b1;
                        if (m_axi_lite_bvalid && m_axi_lite_bready) begin
                          m_axi_lite_bready <= 1'b0;
                          aw_done <= 1'b0; w_done <= 1'b0;    
                        end
                    end 
                end
                ST_WR_LEN: begin
                    if (!aw_done) begin
                        m_axi_lite_awvalid <= 1'b1;
                        m_axi_lite_awaddr  <= reg_len_addr;
                        if (m_axi_lite_awvalid && m_axi_lite_awready) aw_done <= 1'b1;
                    end
                    if (!w_done) begin
                        m_axi_lite_wvalid <= 1'b1;
                        m_axi_lite_wdata  <= latched_len; 
                        m_axi_lite_wstrb  <= 4'b1111;
                        if (m_axi_lite_wvalid && m_axi_lite_wready) w_done <= 1'b1;
                    end
                    if (aw_done && w_done) begin
                        m_axi_lite_bready <= 1'b1;
                        if (m_axi_lite_bvalid && m_axi_lite_bready) begin
                          m_axi_lite_bready <= 1'b0;
                          aw_done <= 1'b0; w_done <= 1'b0;    
                        end
                    end 
                end
                ST_POLL_RD: begin
                    if (!ar_done) begin
                        m_axi_lite_arvalid <= 1'b1;
                        m_axi_lite_araddr  <= reg_dmasr_addr;
                        if (m_axi_lite_arvalid && m_axi_lite_arready) ar_done <= 1'b1;
                    end
                    m_axi_lite_rready <= 1'b1;
                    if (m_axi_lite_rvalid && m_axi_lite_rready) begin
                         ar_done <= 1'b0; 
                    end
                end 
                ST_ACK_IRQ: begin
                    if (!aw_done) begin
                        m_axi_lite_awvalid <= 1'b1;
                        m_axi_lite_awaddr  <= reg_dmasr_addr;
                        if (m_axi_lite_awvalid && m_axi_lite_awready) aw_done <= 1'b1;
                    end
                    if (!w_done) begin
                        m_axi_lite_wvalid <= 1'b1;
                        m_axi_lite_wdata  <= IRQ_IOC_MASK; 
                        m_axi_lite_wstrb  <= 4'b1111;
                        if (m_axi_lite_wvalid && m_axi_lite_wready) w_done <= 1'b1;
                    end
                    if (aw_done && w_done) begin
                        m_axi_lite_bready <= 1'b1;
                        if (m_axi_lite_bvalid && m_axi_lite_bready) begin
                          m_axi_lite_bready <= 1'b0;
                          aw_done <= 1'b0; w_done <= 1'b0;    
                        end
                    end 
                end
                ST_DONE: begin
                    dma_transfer_done <= 1'b1;
                end
                default: begin end
            endcase
        end
    end
endmodule
```

## /design/flow/run.sh

```bash
#!/bin/bash
# OpenROAD 26Q1-2900-gdf79404cd8, Yosys 0.63+post, stock flow scripts
make -C /OpenROAD-flow-scripts/flow DESIGN_CONFIG=/design/flow/config.mk WORK_HOME=/design/flow/orfs finish
```

## /design/flow/config.mk

```make
export PLATFORM = sky130hd
export DESIGN_NAME = axi_dma_shim
export DESIGN_NICKNAME = axi_dma_shim
export VERILOG_FILES = /design/flow/design.v
export SDC_FILE = /design/flow/constraint.sdc
export NUM_CORES = 4
export LEC_CHECK = 1
export CORE_AREA = 10 10 229 229
export DIE_AREA = 0 0 239 239
```

## /design/flow/constraint.sdc

```tcl
current_design axi_dma_shim

set clk_period 11.5
set clk_io_pct 0.2

create_clock -name clk0 -period $clk_period [get_ports {clk}]

set non_clock_inputs [all_inputs -no_clocks]
set_input_delay [expr $clk_period * $clk_io_pct] -clock clk0 $non_clock_inputs
set_output_delay [expr $clk_period * $clk_io_pct] -clock clk0 [all_outputs]
```

==> job_summary.md <==
## PnR job results

| Metric | Value |
|---|---|
| Outcome | `finished, final reports clean` |
| Die width | `239 µm` |
| Tot Pwr | `1200 µW` |
| Int Power | `890.5 µW` |
| First-pass GRT wire length | `28170 µm` |
| Dpl ws | `5.099 ns` |
| Yosys chip area | `6704 µm²` |
| Top post-synthesis cells by area | `dfrtp_1 (45%), buf_4 (24%), mux2_2 (7.6%)` |
| DP Area | `7392 µm²` |
| GP Congestion | `0.7744` |
| Slowest-stage cell, CP | `clkdlybuf4s50_1` |
| # DRC | `0` |
| Actual transition at the worst max-transition pin | `0.8406 ns` |
| Crit-path max cell delay | `0.59 ns` |
| Clock Sinks | `121` |
| Setup Fix Bufs, Post-CTS | `0` |
| CP bufs+invs | `2` |
| Clk Latency, worst-skew pair | `0.46 ns` |
| Endpoints failing setup | `0` |
| Via count | `3718` |
| Crit-path cells | `clkdlybuf4s50_1 -> and4_1 -> o311ai_0 -> clkdlybuf4s50_1` |
| Synth cell count leaders | `buf_4 (216), dfrtp_1 (121), mux2_2 (45), mux2i_1 (34), o2bb2ai_1 (28)` |
| Max_cap viols | `0` |
| Synth async-reset ratio | `100.0%` |
| Max clock buf depth | `2` |
| Post-DRT Antenna Nets | `0` |
| Die area | `57120 µm²` |
| Worst-path clk slew | `0.06 ns` |
| Antenna Cells | `0` |
| Post-layout period usage | `55.75%` |
| Netlist Area Pre-Place | `6704 µm²` |
| Most frequent CP cell | `clkdlybuf4s50_1` |
| FMAX | `156.0 MHz` |
| Critical path endpoint category | `output port` |
| Comb pwr share | `13.4%` |
| CTS Hold Bufs | `0` |
| Register share of total power | `43.2%` |
| Clk pwr share | `43.4%` |
| Layout Area Growth over Synthesis | `18.66%` |
| Unrepaired setup endpoints after global routing | `false` |
| Final setup margin | `5.089 ns` |
| OpenROAD warning count | `60` |
| Power density over the cells | `150.8 nW/µm²` |
| Post-synthesis sequential area ratio | `45.17%` |
| Synth Register Bits | `121` |
| Initial drt markers | `139` |
| TritonCTS clock tree | `built` |
| Avg WL per Cell | `16.81 µm` |
| DR vias/cell | `3.186` |
| Distinct cells, synth | `43` |
| Crit path max fanout | `4` |
| Ports | `527` |
| CTS Buf Count | `17` |
| Switch Pwr | `309.3 µW` |
| Clock skew | `0.009340 ns` |
| Num rows | `80` |
| Total number of yosys warnings | `1` |
| Design Area, Final | `7955 µm²` |
| Cell count after synthesis | `558` |
| GR Overflow Total | `0` |
| Cell with the most instances after synthesis | `buf_4` |
| Post_cts resized | `0` |
| Worst slew margin | `43.17%` |
| CTS H-tree lvls | `4` |
| HP Class | `register to register` |
| Die Ht | `239 µm` |
| Largest net degree at the start of global routing | `49` |
| Commonest flop | `dfrtp_1` |
| Critical path class | `primary input to output port` |
| Setup TNS | `0 ns` |
| Crit path time final | `6.411 ns` |
| Layout Utilization | `16.73%` |
| EDFF count, synth | `0` |
| Vias in the first global route | `4169` |
| CTS root buf | `clkbuf_16` |
| Area share, top type | `45.17%` |
| Port Buf Inserts | `139` |
| GRT Resource Usage Total | `6.760%` |
| Cells in synth_stat.txt | `558` |
| Total Wirelength | `19610 µm` |
| Endpoints failing hold | `0` |
| Post-Synthesis Mean Instance Area | `12.01 µm²` |
| Startpoint Class | `primary input` |
| Core Area | `47550 µm²` |
| VDD IR-drop max | `0.1124 mV` |
| Cell taking the most area after synthesis | `dfrtp_1` |
| Max Slew Vio Count | `0` |
| Leak Pwr | `0.003242 µW` |
| DR pass1 iterations | `4` |
| FP Core Util | `14.10%` |
| Sw frac | `25.78%` |
| Initial antenna violation count | `0` |
| Crit path DAT | `4.11 ns` |
| Detailed Place HPWL | `14150 µm` |
| Worst Path Required | `9.20 ns` |
| Top delay family on crit path | `buffers and inverters` |
| Layout cells sized above 1 | `22.10%` |
-- per-layer routing --
| metal | track usage (%) | up-vias | part of all wire (%) |
|---|---|---|---|
| met5 | 0 | - | 0 |
| met4 | 4.708 | 0 | 7.9 |
| met3 | 3.053 | 105 | 10 |
| met2 | 9.592 | 228 | 42 |
| met1 | 8.042 | 1793 | 40 |
| li1 | - | 1592 | - |
-- cell families after synthesis --
kind of cell	Yosys count	synth area share (%)
compound gates	45	5.637
buf+inv	246	26.63
flops	121	45.17
mux	105	18.46
other cells	2	0.1120
simple gates	39	3.994
-- power by group through the flow --
stage                 registers (µW)  logic, µW  clock network, µW
after CTS                        518        166                552
after global routing             526        178                570
final                            518        161                521
-- per-stage QoR --
stage          instances  hold slack, ns
6_report            1167          0.3835
5_1_grt             1167          0.3969
4_1_cts             1167          0.3935
3_5_place_dp        1135          0.3831
3_3_place_gp        1135          0.3788
2_1_floorplan        611          0.3459
-- worst register-to-register path, delay by kind of cell (launching register included) --
kind | cells | cell delay, ns
and+or+nand+nor | 1 | 0.84
buffers and inverters | 1 | 0.43
DFF | 1 | 0.64
muxes | 2 | 0.68
-- final timing paths --
path / start / endpoint / slack (ns) / depth (start not counted)
worst max-delay path: m_axi_lite_bvalid / next_state[0] / 5.09 / 4
min in group asynchronous: resetn / latched_len[2] / 1.73 / 1
worst max register to register: state[0] / m_axi_lite_awaddr[4] / 8.80 / 4
worst min-delay path: start_d1 / start_d2 / 0.38 / 0
worst min register to register: start_d1 / start_d2 / 0.38 / 0
max in group asynchronous: resetn / state[0] / 8.70 / 2
-- layout make-up --
type,instances,area [µm²]
multi-input combinational,244,2111
fill,5150,39590
timing repair buffer,147,1453
clock inverter,14,123.9
tap,615,769.5
clock buffer,18,439.2
sequential,121,3029
inverter,8,30.03
-- layout by cell type (no fill, tap or decap), types with 2 or more instances in the layout --
master,count
a21oi_1,3
a2bb2oi_1,2
a32o_1,2
buf_4,8
clkbuf_16,17
clkdlybuf4s50_1,138
clkinv_2,5
clkinv_4,4
conb_1,55
dfrtp_1,120
inv_1,8
inv_6,3
mux2_2,45
mux2_4,26
mux2i_1,34
nand2_1,8
nand2b_1,5
nand3_1,2
nand4b_1,2
nor2_1,2
nor2_2,2
nor4_1,3
o2bb2ai_1,28
o311ai_0,2
-- state kept, by name, summed over array words and instances, names as in the netlist, 2 cells and up --
| register | flops |
|---|---|
| m_axi_lite_wdata | 32 |
| latched_len | 30 |
| state | 4 |
| m_axi_lite_araddr | 2 |
| m_axi_lite_awaddr | 6 |
| reg_addr_addr | 3 |
| latched_addr | 32 |
Power is estimated from default activity; no workload was simulated.
